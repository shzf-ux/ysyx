## flow/config.mk

```make
export PLATFORM = sky130hd
export DESIGN_NAME = ysyx_25030085_alu
export DESIGN_NICKNAME = ysyx_25030085_alu
export VERILOG_FILES = /design/flow/design.v
export SDC_FILE = /design/flow/constraint.sdc
export NUM_CORES = 4
export LEC_CHECK = 1
export CORE_UTILIZATION = 40
```

## flow/constraint.sdc

```tcl
current_design ysyx_25030085_alu

set clk_period 24.1
set clk_io_pct 0.2

create_clock -name clk0 -period $clk_period

set non_clock_inputs [all_inputs -no_clocks]
set_input_delay [expr $clk_period * $clk_io_pct] -clock clk0 $non_clock_inputs
set_output_delay [expr $clk_period * $clk_io_pct] -clock clk0 [all_outputs]
```

## flow/design.v

```verilog
module ysyx_25030085_alu(
    input [31:0] rs1_data,
    input [31:0] rs2_data,
    input [31:0] imm,
    input [31:0] pc,
    input [3:0] AluOp,
    input       ALUSrc, 
    output reg [31:0] Alu_Result
);
    reg [31:0] B;
    assign B=ALUSrc?imm:rs2_data;
    always@(*)begin
        Alu_Result=32'h0000_0000;
        case (AluOp)
            4'b0000: begin
                Alu_Result=rs1_data+B; 
            end
            4'b1010:begin 
                Alu_Result=rs1_data-B;
            end
            4'b0001:begin 
                Alu_Result=rs1_data<<B;             
            end
            4'b1001:begin 
                Alu_Result=pc+B;
            end
            4'b0010:begin 
                Alu_Result=(rs1_data[31]!=B[31])?(rs1_data[31]?32'd1:32'd0):(rs1_data[30:0]<B[30:0]?32'd1:32'd0);
            end
            4'b0011:begin 
                Alu_Result=(rs1_data<B)?32'd1:32'd0;
            end
            4'b0101:begin 
                Alu_Result=({32{rs1_data[31]}}<<(32-B))|rs1_data>>B;
            end
            4'b0110:begin 
                Alu_Result=rs1_data>>B;
            end
            4'b0100:begin 
                Alu_Result=rs1_data^B;
            end
            4'b0111:begin 
                 Alu_Result=rs1_data|B;
            end
            4'b1000:begin 
                 Alu_Result=rs1_data&B;
            end
            default: begin
            end
        endcase
    end
endmodule
```

## flow/run.sh

```bash
#!/bin/bash
# OpenROAD 26Q1-2900-gdf79404cd8, Yosys 0.63+post, stock flow scripts
make -C /OpenROAD-flow-scripts/flow DESIGN_CONFIG=/design/flow/config.mk WORK_HOME=/design/flow/orfs finish
```

==> results_dict.tcl <==
# metrics dict for downstream scripts
set metrics [dict create \
    status "completed" \
    cap_violations 0 \
    syn_inst 1636 \
    grt_use_total_pct 39.4 \
    tightest_slew_ns 1.03 \
    grt_start_max_net_pins 72 \
    power_uw 335 \
    drt-initial-drc-count 1713 \
    warning_count 97 \
    post_drt_wl_per_cell_um 25.8 \
    fp.dieW_um 165 \
    top_cells_by_area "ha_1, mux2i_1, o21ai_0" \
    cp_max_fo 50 \
    startpoint "AluOp[1]" \
    wirelength_mm 53.8 \
    top_cell_area_share_pct 15.2 \
    antenna_cells 0 \
    grt_use_met2_pct 57.6 \
    fmax_mhz 63.8 \
    grt.busiest_layer "met2" \
    start_kind "input pin" \
    rows 59 \
    post_cts_buffers 0 \
    critPathKind "input pin to output pin" \
    yosysUniqueCellTypes 87 \
    finalSetupTns_ns 0 \
    gp_congestion 1.05 \
    hold_path_depth 3 \
    powerDensity_nw_per_um2 26.4 \
    worstHoldPathType "input pin to output pin" \
    ys_cells 1636 \
    common_cells "nand2_1, o21ai_0, nor2_1" \
    ctsResizeCount 0 \
    syn_avg_cell_area_um2 6.50 \
    grt_first_pass_wirelength_mm 78.3 \
    antenna_found_initial 1 \
    dpl.hpwl_mm 42.9 \
    cts_hold_buf 0 \
    ff_latch_area_um2 0 \
    total_leakage_power_nw 5.17 \
    die_h_um 165 \
    crit_arrival_ns 10.85 \
    first_pass_iters 6 \
    period_used_pct 65.0 \
    top_cell "nand2_1" \
    die_area_um2 27200 \
    viasPerCell 6.63 \
    numSequentialCells 0 \
    ant_nets 0 \
    drv_slew 0 \
    portBuffers 165 \
    whs_ns 10.95 \
    ir_drop_mv 0.0269 \
    ios 165 \
    postSynthSeqShare_pct 0 \
    overflow 0 \
    crit_end "Alu_Result[22]" \
    cp_data_required_time_ns 19.28 \
    drive_above_1_share_pct 6.41 \
    max_slew_margin_pct 29.5 \
    synth_area_um2 10600 \
    yosysWarnings 2 \
    coreArea_um2 26100 \
    grtUsageMet3_pct 10.6 \
    worstSetupEndpointType "output pin" \
    gr-usage-met1_pct 57.6 \
    n_clock_buffer 0 \
    rsz0062_at_grt "no" \
    area_growth_syn_to_layout_pct 19.2 \
    yosysTopAreaCell "ha_1" \
    dr_total_vias 13800 \
    grt_pass1_vias 12200 \
    hold_violations 0 \
    setup_viol 0 \
    drc 0 \
    fp_util_pct 40.8 \
    period_minus_slack_ns 15.67 \
    yosys_area_um2 10600 \
]
-- layout make-up --
| class | instances | area [µm²] |
|---|---|---|
| fill | 2646 | 13400 |
| multi-input combinational | 1440 | 9910 |
| timing repair buffer | 210 | 1990 |
| tap | 335 | 419 |
| inverter | 97 | 364 |
-- layout by cell type, fill, tap and decap left out, drive strengths merged, types with 31 or more instances in the layout --
| master | instances |
|---|---|
| clkdlybuf4s50 | 164 |
| nor3 | 62 |
| a21oi | 139 |
| o21ai | 153 |
| nand3 | 31 |
| ha | 129 |
| buf | 46 |
| inv | 95 |
| mux2i | 97 |
| nand2 | 199 |
| nor2 | 141 |
-- metrics by stage --
stage | utilization [%] | instances | setup WS, ns | instance area, µm²
floorplan | - | 1636 | 10.24 | 10600
global placement | 48.7 | 2082 | 8.73 | 12700
detailed placement | 48.7 | 2082 | 8.54 | 12700
CTS | 48.7 | 2082 | 8.52 | 12700
global route | 48.7 | 2082 | 8.14 | 12700
finish | 48.7 | 2082 | 8.43 | 12700
-- routing by layer --
| layer | share of wire, % | vias up | wire length (µm) |
|---|---|---|---|
| met5 | 0.024 | - | 13 |
| met3 | 12 | 88 | 6510 |
| met2 | 42 | 852 | 22600 |
| li1 | - | 6361 | - |
| met4 | 2.8 | 2 | 1500 |
| met1 | 43 | 6500 | 23200 |
-- how the worst min path moves through the flow --
stage	to	from
after CTS	Alu_Result[16]	AluOp[3]
after global routing	Alu_Result[16]	AluOp[3]
final	Alu_Result[16]	AluOp[3]
-- worst max-delay path: stages --
cell and delay (ns):
clkdlybuf4s50_1 0.68, nand2b_1 0.37, nor3_2 0.50, buf_4 0.29
buf_4 0.45, o21ai_0 0.16, ha_1 0.28, o31ai_1 0.47
a21oi_1 0.22, o311ai_0 0.49, o21ai_0 0.27, or2_2 0.35
a21oi_1 0.29, o21bai_1 0.12, xnor2_1 0.16, o221ai_1 0.32
clkdlybuf4s50_1 0.55
-- power by group --
part           internal [mW]  switching, mW  leakage, nW
Clock                      0              0            0
Sequential                 0              0            0
Combinational          0.132          0.203         5.17
-- logic make-up (layout without fill, tap and decap cells) --
kind of cell	after synthesis	after routing	share of synthesized area, %
and+or+nand+nor	564	564	25.2
buffers and inverters	196	307	7.51
muxes	115	115	12.3
AOI/OAI and AO/OA	581	581	35.4
adders and majority gates	131	131	15.6
xor gates and xnor gates	49	49	4.03
Power and IR drop assume default switching activity.
